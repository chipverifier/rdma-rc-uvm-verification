[flow/design.v]
module rdma_completion (
    input  wire clk,
    input  wire rst_n,
    input  wire tx_done,      
    output reg  comp_valid
);
always @(posedge clk or negedge rst_n) begin
    if (!rst_n) begin
        comp_valid <= 1'b0;
    end else begin
        comp_valid <= 1'b0;
        if (tx_done) begin
            comp_valid <= 1'b1;
        end
    end
end
endmodule
module qp_context (
    input  wire        clk,
    input  wire        rst_n,
    input  wire        in_valid,
    input  wire [63:0] in_data,
    input  wire        in_last,
    output wire        out_valid,
    output wire [63:0] out_data,
    output wire        out_last
);
assign out_valid = in_valid;
assign out_data  = in_data;
assign out_last  = in_last;
endmodule
module rdma_rx (
    input  wire        clk,
    input  wire        rst_n,
    input  wire        rx_valid,
    input  wire [63:0] rx_data,
    input  wire        rx_last,
    output reg         rx_out_valid,
    output reg  [63:0] rx_out_data,
    output reg         rx_out_last
);
always @(posedge clk or negedge rst_n) begin
    if (!rst_n) begin
        rx_out_valid <= 1'b0;
        rx_out_data  <= 64'd0;
        rx_out_last  <= 1'b0;
    end else begin
        rx_out_valid <= rx_valid;
        rx_out_data  <= rx_data;
        rx_out_last  <= rx_last;
    end
end
endmodule
module rdma_sched (
    input  wire        clk,
    input  wire        rst_n,
    input  wire        sched_in_valid,
    input  wire [63:0] sched_in_data,
    input  wire        sched_in_last,
    output reg         sched_out_valid,
    output reg  [63:0] sched_out_data,
    output reg         sched_out_last
);
    localparam S_IDLE    = 2'd0;
    localparam S_FORWARD = 2'd1;
    localparam S_DONE    = 2'd2;
    reg [1:0] state;
    always @(posedge clk or negedge rst_n) begin
        if (!rst_n) begin
            state           <= S_IDLE;
            sched_out_valid <= 1'b0;
            sched_out_data  <= 64'd0;
            sched_out_last  <= 1'b0;
        end else begin
            sched_out_valid <= 1'b0;
            case (state)
                S_IDLE: begin
                    if (sched_in_valid) begin
                        sched_out_valid <= 1'b1;
                        sched_out_data  <= sched_in_data;
                        sched_out_last  <= sched_in_last;
                        if (sched_in_last)
                            state <= S_DONE;
                        else
                            state <= S_FORWARD;
                    end
                end
                S_FORWARD: begin
                    if (sched_in_valid) begin
                        sched_out_valid <= 1'b1;
                        sched_out_data  <= sched_in_data;
                        sched_out_last  <= sched_in_last;
                        if (sched_in_last)
                            state <= S_DONE;
                    end
                end
                S_DONE: begin
                    state <= S_IDLE;
                end
                default: state <= S_IDLE;
            endcase
        end
    end
endmodule
module rdma_top (
    input  wire        clk,
    input  wire        rst_n,
    input  wire        host_valid,
    input  wire [63:0] host_data,
    input  wire        host_last,
    input  wire        rx_valid,
    input  wire [63:0] rx_data,
    input  wire        rx_last,
    output wire        tx_valid,
    output wire [63:0] tx_data,
    output wire        tx_last,
    output wire        comp_valid
);
    wire        rx2qp_valid;
    wire [63:0] rx2qp_data;
    wire        rx2qp_last;
    wire        host2qp_valid;
    wire [63:0] host2qp_data;
    wire        host2qp_last;
    wire        arb_valid;
    wire [63:0] arb_data;
    wire        arb_last;
    wire        qp2sch_valid;
    wire [63:0] qp2sch_data;
    wire        qp2sch_last;
    wire        sch2tx_valid;
    wire [63:0] sch2tx_data;
    wire        sch2tx_last;
    wire        tx_done;
    rdma_rx u_rx (
        .clk          (clk),
        .rst_n        (rst_n),
        .rx_valid     (rx_valid),
        .rx_data      (rx_data),
        .rx_last      (rx_last),
        .rx_out_valid (rx2qp_valid),
        .rx_out_data  (rx2qp_data),
        .rx_out_last  (rx2qp_last)
    );
    assign host2qp_valid = host_valid;
    assign host2qp_data  = host_data;
    assign host2qp_last  = host_last;
    assign arb_valid = host2qp_valid | rx2qp_valid;
    assign arb_data  = host2qp_valid ? host2qp_data : rx2qp_data;
    assign arb_last  = host2qp_valid ? host2qp_last : rx2qp_last;
    qp_context u_qp (
        .clk       (clk),
        .rst_n     (rst_n),
        .in_valid  (arb_valid),
        .in_data   (arb_data),
        .in_last   (arb_last),
        .out_valid (qp2sch_valid),
        .out_data  (qp2sch_data),
        .out_last  (qp2sch_last)
    );
    rdma_sched u_sched (
        .clk             (clk),
        .rst_n           (rst_n),
        .sched_in_valid  (qp2sch_valid),
        .sched_in_data   (qp2sch_data),
        .sched_in_last   (qp2sch_last),
        .sched_out_valid (sch2tx_valid),
        .sched_out_data  (sch2tx_data),
        .sched_out_last  (sch2tx_last)
    );
    rdma_tx u_tx (
        .clk         (clk),
        .rst_n       (rst_n),
        .tx_in_valid (sch2tx_valid),
        .tx_in_data  (sch2tx_data),
        .tx_in_last  (sch2tx_last),
        .tx_valid    (tx_valid),
        .tx_data     (tx_data),
        .tx_last     (tx_last),
        .tx_done     (tx_done)
    );
    rdma_completion u_comp (
        .clk        (clk),
        .rst_n      (rst_n),
        .tx_done    (tx_done),
        .comp_valid (comp_valid)
    );
endmodule
module rdma_tx (
    input  wire        clk,
    input  wire        rst_n,
    input  wire        tx_in_valid,
    input  wire [63:0] tx_in_data,
    input  wire        tx_in_last,
    output reg         tx_valid,
    output reg  [63:0] tx_data,
    output reg         tx_last,
    output reg         tx_done    
);
always @(posedge clk or negedge rst_n) begin
    if (!rst_n) begin
        tx_valid <= 1'b0;
        tx_data  <= 64'd0;
        tx_last  <= 1'b0;
        tx_done  <= 1'b0;
    end else begin
        tx_done <= 1'b0;
        tx_valid <= tx_in_valid;
        tx_data  <= tx_in_data;
        tx_last  <= tx_in_last;
        if (tx_in_valid && tx_in_last) begin
            tx_done <= 1'b1;    
        end
    end
end
endmodule
[flow/run.sh]
#!/bin/bash
# OpenROAD 26Q1-2900-gdf79404cd8, Yosys 0.63+post, stock flow scripts
make -C /OpenROAD-flow-scripts/flow DESIGN_CONFIG=/design/flow/config.mk WORK_HOME=/design/flow/orfs finish
[flow/config.mk]
export PLATFORM = sky130hd
export DESIGN_NAME = rdma_top
export DESIGN_NICKNAME = rdma_top
export VERILOG_FILES = /design/flow/design.v
export SDC_FILE = /design/flow/constraint.sdc
export NUM_CORES = 4
export LEC_CHECK = 1
export CORE_UTILIZATION = 40
[flow/constraint.sdc]
current_design rdma_top

set clk_period 5.4
set clk_io_pct 0.2

create_clock -name clk0 -period $clk_period [get_ports {clk}]

set non_clock_inputs [all_inputs -no_clocks]
set_input_delay [expr $clk_period * $clk_io_pct] -clock clk0 $non_clock_inputs
set_output_delay [expr $clk_period * $clk_io_pct] -clock clk0 [all_outputs]
==> ci_impl_report.md <==
## PnR job results

| Metric | Value |
|---|---|
| Syn. warnings | 4 |
| Clk buf depth | 3 |
| Worst vdd ir | 0.268 mV |
| AND/OR/NAND/NOR Cells, Area Fraction | 0.421% |
| Power consumption | 3.20 mW |
| Die H | 133 um |
| # IOs | 201 |
| Sink Count | 203 |
| Post-synth seq share | 74.4% |
| CP Class | primary input to flip-flop |
| Fin. max-slew vios | 0 |
| Ratio of cells with drive above 1 in the final layout | 28.4% |
| Die area | 17600 um^2 |
| Measured slew at the worst slew-check pin | 0.730 ns |
| # hold bufs at CTS | 0 |
| Vias/cell | 4.47 |
| RSZ-0062 raised after global routing | no |
| Yosys chip area | 6830 um^2 |
| Worst Path Arrival | 3.11 ns |
| Vias in the first global route | 3879 |
| Worst r2r src | u_sched.state[0] |
| MUX share of area | 22.9% |
| Outcome | complete, no violations |
| CTS tree | done |
| Ao+oa area frac | 0.495% |
| Hold_ws | 0.355 ns |
| Tightest Hold Check Type | flip-flop to flip-flop |
| Non-Filler Instances | 801 |
| Max Freq | 0.365 GHz |
| HP Start | u_tx.tx_done |
| LEAKAGE | 4.46 nW |
| Yosys Instances | 358 |
| Slew headroom | 51.3% |
| Tool warnings | 25 |
| Postcts setup bufs | 0 |
| Crit path DRT | 5.77 ns |
| Htree depth | 1 |
| Rows | 47 |
| Area delta synth->final | 42.6% |
| Placer congestion estimate | 0.789 |
| Post-cts sizing count | 0 |
| Die width | 133 um |
| DRC viols | 0 |
| Crit path launch | host_valid |
| Post-synthesis cell count | 358 |
| Setup violations, final | 0 |
| Largest net degree at the start of global routing | 95 |
| Startpoint types | primary input |
| Pre-CTS setup slack | 2.09 ns |
| Final TNS setup | 0 ns |
| Post-synthesis xor/xnor area fraction | 0% |
| Mean post-synth cell area | 19.1 um^2 |
| Routed WL | 12500 um |
| Buffers on Ports | 200 |
| Post-Syn Area | 6830 um^2 |
| Clk Latency, worst-skew pair | 0.49 ns |
| Pre-Place Util | 41.0% |
| Number of max-cap violations | 0 |
| Avg WL per Cell | 15.7 um |
| Gr ovfl total | 0 |
| Final ANT Viol Nets | 0 |
| Max FO, Critical Path | 45 |
| Logic family by area | multiplexers |
| Adder Area Share | 0% |
| Root Driver | clkbuf_16 |
| DR vias | 3578 |
| Hpwl dp | 8100 um |
| Setup ws final | 2.66 ns |
| Min Clock Period, post-route | 2.74 ns |
| Power per cell area | 329 nW/um^2 |
| Antenna violations before repair | 0 |
| Max-area cell share | 74.0% |
| Worst Clk Skew | 0.00587 ns |
| Netlist cell types | 15 |
| First-pass GRT wire length | 20500 um |
| Cell type with the largest total area | dfrtp_1 |
| Critical Path End Type | flip-flop |
| DRT Pass-1 Iters | 4 |
| Diode count | 0 |
| Initial DRC Count | 91 |
| Synth flops | 203 |
| Global Route Usage Sum | 15.6% |
| Core Region | 16600 um^2 |
| Hold Fails Final Rpt | 0 |
| Period utilisation layout | 50.8% |
| R2r setup slk | 3.21 ns |
| DP Cell Count | 767 |
| CTS Buf Count | 22 |
| Clock slew at reported path FFs | 0.05 ns |
| Post-synth area hogs | dfrtp_1 74%, mux2_2 17%, mux2_4 5.9% |
==> kinds of logic (layout without fill, tap and decap cells) <==
group,count (synthesis),count (layout)
compound gates,4,4
buf+inv,16,239
flops,203,203
mux,130,130
simple gates,5,5
==> cell type report <==
| cell class | count | area, um^2 |
|---|---|---|
| sequential | 203 | 5080 |
| clock buffer | 29 | 608 |
| tap | 220 | 275 |
| timing repair buffer | 204 | 2030 |
| clock inverter | 5 | 100 |
| multi-input combinational | 139 | 1630 |
| inverter | 1 | 3.75 |
| fill | 1261 | 6910 |
==> metal layers <==
metal	GRT usage (%)	vias up	wire length [um]
met4	2.62	0	237
met2	19.8	170	4890
met5	0	-	0
li1	-	1649	-
met3	6.88	21	1560
met1	26.4	1738	5860
==> through the flow <==
stage / area, um^2 / utilization (%)
after global routing: 9740 / 58.5
after CTS: 9740 / 58.5
after floorplan: 6830 / -
final: 9740 / 58.5
after detailed placement: 9030 / 54.2
after global placement: 9030 / 54.2
==> final timing paths <==
path / cells past startpoint / end
min: 0 / u_comp.comp_valid
min reg2reg: 0 / u_comp.comp_valid
max: 4 / u_sched.sched_out_data[0]
max reg2reg: 3 / u_sched.sched_out_data[0]
max in group asynchronous: 2 / u_sched.sched_out_data[24]
min in group asynchronous: 1 / u_rx.rx_out_data[43]
==> critical path: stages <==
cell and delay [ns]:
buf_4 0.39, o22a_4 0.70, buf_4 0.50, mux2_2 0.39
==> report_power, final <==
part           internal [mW]  switching [mW]
clock network          0.925           0.539
logic                  0.120          0.0636
registers               1.55         0.00597
total                   2.59           0.608
==> placed cells by master (no fill, tap or decap) <==
master / netlist / layout
nor2_1: 1 / 1
dfrtp_1: 202 / 202
clkbuf_8: 0 / 2
nor2b_1: 3 / 3
mux2_4: 27 / 27
buf_4: 0 / 5
a21o_1: 1 / 1
o31a_1: 1 / 1
inv_1: 1 / 1
clkbuf_1: 0 / 5
clkdlybuf4s50_1: 0 / 198
a2bb2oi_1: 1 / 1
mux2i_1: 2 / 2
clkinv_2: 0 / 2
dfstp_2: 1 / 1
clkbuf_16: 0 / 23
and2_1: 1 / 1
bufinv_16: 0 / 3
o22a_4: 0 / 1
mux2_2: 101 / 101
==> state kept, by name (all words and copies together), names as in the netlist <==
register                 cells
u_sched.sched_out_data      64
u_rx.rx_out_valid            1
u_sched.state                3
u_comp.comp_valid            1
u_tx.tx_data                64
u_tx.tx_valid                1
u_rx.rx_out_last             1
u_sched.sched_out_last       1
u_sched.sched_out_valid      1
u_tx.tx_done                 1
u_rx.rx_out_data            64
u_tx.tx_last                 1
==> cells in the mapped netlist <==
| master | count |
|---|---|
| a2bb2oi_1 | 1 |
| mux2_2 | 101 |
| inv_1 | 1 |
| buf_2 | 8 |
| o31a_1 | 1 |
| dfstp_2 | 1 |
| nor2b_1 | 3 |
| buf_6 | 7 |
| o22a_1 | 1 |
| dfrtp_1 | 202 |
| mux2_4 | 27 |
| mux2i_1 | 2 |
| a21o_1 | 1 |
| nor2_1 | 1 |
| and2_1 | 1 |
No activity file was given, so power comes from the tool's default toggle rates.
